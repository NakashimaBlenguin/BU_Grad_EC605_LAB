**config.mk**
```make
export PLATFORM = sky130hd
export DESIGN_NAME = Ripple_Carry_Adder
export DESIGN_NICKNAME = Ripple_Carry_Adder
export VERILOG_FILES = /design/flow/design.v
export SDC_FILE = /design/flow/constraint.sdc
export NUM_CORES = 4
export LEC_CHECK = 1
export CORE_AREA = 10 10 70 70
export DIE_AREA = 0 0 80 80
```
**constraint.sdc**
```tcl
current_design Ripple_Carry_Adder

set clk_period 2.9
set clk_io_pct 0.2

create_clock -name clk0 -period $clk_period

set non_clock_inputs [all_inputs -no_clocks]
set_input_delay [expr $clk_period * $clk_io_pct] -clock clk0 $non_clock_inputs
set_output_delay [expr $clk_period * $clk_io_pct] -clock clk0 [all_outputs]
```
**design.v**
```verilog
`timescale 1ns / 1ps
module Full_Adder (
    A,
    B,
    Cin,
    Sum,
    Cout
);
  input A, B, Cin;
  output Sum, Cout;
  wire w0, w1, w2;
  xor (Sum, A, B, Cin);
  and (w0, A, B);
  and (w1, A, Cin);
  and (w2, B, Cin);
  or (Cout, w0, w1, w2);
endmodule
`timescale 1ns / 1ps
module Ripple_Carry_Adder (
    A,
    B,
    Cin,
    Sum,
    Cout
);
  input [7:0] A;
  input [7:0] B;
  input Cin;
  output [7:0] Sum;
  output Cout;
  wire w0, w1, w2, w3, w4, w5, w6;
  Full_Adder FA0 (
      A[0],
      B[0],
      Cin,
      Sum[0],
      w0
  );
  Full_Adder FA1 (
      A[1],
      B[1],
      w0,
      Sum[1],
      w1
  );
  Full_Adder FA2 (
      A[2],
      B[2],
      w1,
      Sum[2],
      w2
  );
  Full_Adder FA3 (
      A[3],
      B[3],
      w2,
      Sum[3],
      w3
  );
  Full_Adder FA4 (
      A[4],
      B[4],
      w3,
      Sum[4],
      w4
  );
  Full_Adder FA5 (
      A[5],
      B[5],
      w4,
      Sum[5],
      w5
  );
  Full_Adder FA6 (
      A[6],
      B[6],
      w5,
      Sum[6],
      w6
  );
  Full_Adder FA7 (
      A[7],
      B[7],
      w6,
      Sum[7],
      Cout
  );
endmodule
```
**run.sh**
```bash
#!/bin/bash
# OpenROAD 26Q1-2900-gdf79404cd8, Yosys 0.63+post, stock flow scripts
make -C /OpenROAD-flow-scripts/flow DESIGN_CONFIG=/design/flow/config.mk WORK_HOME=/design/flow/orfs finish
```
==> results_dict.tcl <==
# yosys + openroad results
set metrics [dict create \
    status "complete, but fails checks" \
    violations "setup timing" \
    drive_above_1_share_pct 54.5 \
    globalRouteTotalUtil_pct 2.31 \
    vias_per_cell 2.40 \
    die_area_um2 6400 \
    ir_drop_mv 0.0625 \
    dpl.hpwl_um 742 \
    route.detailed.drc 0 \
    die_h_um 80 \
    fmax_ghz 0.236 \
    grt_first_pass_wirelength_um 1170 \
    rsz0062_at_grt "yes" \
    holdWs_ns 1.89 \
    synth_area_per_cell_um2 9.91 \
    syn_to_final_growth_pct 109 \
    synth_area_um2 258 \
    nFillCells 391 \
    post-route-min-period_ns 4.25 \
    grt_pass1_vias 251 \
    instances_no_fill 90 \
    internal_power_uw 60.9 \
    hold_violations 0 \
    dr.pass1.iters 2 \
    grt_overflow 0 \
    ys_warn_count 0 \
    seq_area_um2 0 \
    vias 216 \
    synth_cell_types 3 \
    drt-total-wl_um 738 \
    lay_top_count "clkdlybuf4s50_1" \
    power_frac_seq_pct 0 \
    post-cts-setup-buffer-count 0 \
    p_comb_share_pct 100.0 \
    tightest_slew_ns 0.114 \
    row_count 21 \
    grt_antenna_before_repair 0 \
    yosys_area_um2 258 \
    syn_inst 26 \
    clockBufferCount 0 \
    cp_max_fo 1 \
    min_period_over_period_pct 146 \
    critPathRequiredTime_ns 2.32 \
    p_leak_nw 0.224 \
    final_cell_mix "clkdlybuf4s50_1, fa_2, buf_2" \
    setup_slack_ns -1.35 \
    hold_path.class "in2out" \
    die_w_um 80 \
    io_buffers 26 \
    worstSetupPathType "in2out" \
    fin_util_pct 15.8 \
    clockPowerShare_pct 0 \
    place_ws_ns -2.21 \
    grt_max_degree 2 \
    ios 26 \
    worst_setup_path_start_kind "primary input" \
    gp_congestion 0.842 \
    setup_violations 5 \
    warning_count 35 \
    p_sw_share_pct 32.7 \
    crit_path_end_kind "primary output" \
    relSlewSlack_pct 92.4 \
    slew_viol_final 0 \
    crit_arrival_ns 3.67 \
    coreArea_um2 3420 \
    p_sw_uw 29.5 \
    ctsHoldBuffers 0 \
    wl_per_cell_um 8.20 \
    seq_cells 0 \
    initial_core_util_pct 7.55 \
    drv_cap 0 \
    yosysCellCount 26 \
    detail-route-antenna-nets 0 \
    ys_seq_share_pct 0 \
    finalPower_uw 90.4 \
    drt_iter0_markers 1 \
    powerDensity_nw_per_um2 168 \
    insertedDiodeCount 0 \
    dpl.cell_count 90 \
]
-- metal layers --
| metal | part of all wire, % | GRT usage (%) | vias up |
|---|---|---|---|
| met5 | 0 | 0 | - |
| met1 | 42 | 2.93 | 96 |
| met4 | 0 | 0 | 0 |
| met3 | 30 | 2.50 | 0 |
| li1 | - | - | 96 |
| met2 | 28 | 2.73 | 24 |
-- area by class of cell --
cell class / count / area [µm²] / share of cell area [%]
timing repair buffer: 26 / 244 / 45.2
inverter: 10 / 57.6 / 10.7
tap: 46 / 57.6 / 10.7
multi-input combinational: 8 / 180 / 33.4
-- cells in the mapped netlist --
library cell | instances | area [µm²]
inv_1 | 10 | 37.5
fa_1 | 8 | 160
buf_4 | 8 | 60.1
-- through the flow --
step                      TNS [ns]  cell area (µm²)
after floorplan              -3.32              297
after global placement      -10.13              551
after detailed placement    -10.23              551
after CTS                    -4.90              528
after global routing         -4.82              539
final                        -4.41              539
-- critical path, stage by stage --
cell and delay (ns):
buf_8 0.11, inv_12 0.04, fa_2 0.18, inv_2 0.04
fa_2 0.34, fa_2 0.39, fa_2 0.35, fa_2 0.34
fa_2 0.34, fa_2 0.34, inv_2 0.06, fa_2 0.42
inv_2 0.05, buf_2 0.09
-- timing repair --
action	in CTS	in global routing
hold endpoints to repair	0	0
resized	40	6
setup endpoints to repair	8	7
pin swaps	8	8
-- path summary, 6_finish.rpt --
check / cells after the start / startpoint / end
worst max-delay path: 14 / A[0] / Sum[7]
worst min-delay path: 4 / B[1] / Sum[2]
-- logic make-up after synthesis --
kind of cell,after synthesis,synth area share (%)
buffers and inverters,18,37.9
adders and majority gates,8,62.1
-- power groups by stage --
stage / logic [mW] / clock network, mW / registers [mW]
finish: 0.0904 / 0 / 0
global route: 0.105 / 0 / 0
CTS: 0.0896 / 0 / 0
Power and IR drop assume default switching activity.
